[design.v]
`timescale 1 ns/100 ps
module tff(output reg q, output qb, input clk, en, clr_n, t);
	always @ (negedge clk or negedge clr_n)
		if (~clr_n)
			q = 1'b0;
		else begin
			if (en)
				q = t ^ q;
		end
	assign qb = ~q;
endmodule
module contador #(parameter Size = 8) (output [Size-1:0] Q, input clk, en, clr_n);
  	wire [Size:0] w;
	wire Id;
	assign Id = 1'b1;
	tff ti (.q(w[0]), .clk(clk), .en(en), .clr_n(clr_n), .t(Id));
	genvar i;
		generate
			for (i = 1; i < Size; i = i + 1)
				begin: row
					tff ti (.q(w[i]), .clk(w[i-1]), .en(en), .clr_n(clr_n), .t(Id));
				end
		endgenerate
	assign Q = w;
endmodule
[run.sh]
#!/bin/bash
# OpenROAD 26Q1-2900-gdf79404cd8, Yosys 0.63+post, stock flow scripts
make -C /OpenROAD-flow-scripts/flow DESIGN_CONFIG=/design/flow/config.mk WORK_HOME=/design/flow/orfs finish
[config.mk]
export PLATFORM = sky130hd
export DESIGN_NAME = contador
export DESIGN_NICKNAME = contador
export VERILOG_FILES = /design/flow/design.v
export SDC_FILE = /design/flow/constraint.sdc
export NUM_CORES = 4
export LEC_CHECK = 1
export CORE_AREA = 10 10 70 70
export DIE_AREA = 0 0 80 80
[constraint.sdc]
current_design contador

set clk_period 1.3
set clk_io_pct 0.2

create_clock -name clk0 -period $clk_period [get_ports {clk}]

set non_clock_inputs [all_inputs -no_clocks]
set_input_delay [expr $clk_period * $clk_io_pct] -clock clk0 $non_clock_inputs
set_output_delay [expr $clk_period * $clk_io_pct] -clock clk0 [all_outputs]
==> qor.csv <==
metric,value,unit
outcome,"complete, but fails checks",
yosysTopAreaCell,dfrtn_1,
synth_cells,25,
violations,negative setup slack,
xor_area_share,20.5,%
ys_sh_mux,0,%
dp_hpwl,500,um
die_h,80,um
vias,158,
row_count,21,
numSynthFlops,8,
slew_headroom,90.1,%
pwr-share-comb,49.1,%
max_stage_delay,0.39,ns
synth_cell_types,4,
grt_max_degree,8,
adder_share,0,%
cp.buffers_inverters,1,
hold_viol_final,0,
die_x,80,um
synth_area,342,um2
max-cap-violations,0,
worstHoldEndpoint,ti.q,
lay_top_cells,"xor2_1 (8), clkdlybuf4s50_1 (8), dfrtn_1 (8)",
worstHoldPathCells,2,
sw_frac_of_total,25.0,%
ys_sh_simple,0,%
synth.top_cell.area_share,58.6,%
grt_usage,1.63,%
drive_above_1_share,17.2,%
cp-end-kind,output pin,
place.gp.congestion,0.661,
finClkSkew,0,ns
drc,0,
tns,-0.111,ns
worstReg2RegEnd,ti.q,
power_density,524,mW/mm2
crit_fanout,2,
cpLargestDelayFamily,flip-flops,
fillers,395,
wl_per_cell,7.51,um
cts_hold_buf,0,
finalMaxSlewViolations,0,
drtIter0Drc,6,
ir_drop,468,uV
grt_pass1_vias,148,
r2r-start,ti.q,
placed_cell_area,443,um2
crit_type,reg -> out,
crit_arrival,1.14,ns
path_cells,buf_2,
core-area,0.00342,mm2
r2r_slack,0.54,ns
fp_util,10.0,%
unclocked_pins,7,
final_cell_area,447,um2
slowest_stage,dfrtn_1,
rsz0062_at_grt,yes,
setup_viol_count_final,2,
untimed_endpoints,14,
tool_warnings,31,
synth.logic.top_family,buffers and inverters,
path_clk_slew,0,ns
crit_required,1.04,ns
yosysWarnings,1,
cp-start-kind,register,
synthTopCellsByArea,"dfrtn_1 (59%), xor2_1 (21%), buf_4 (18%), buf_6 (3.3%)",
hp-class,reg -> reg,
setup_ws,-0.0990,ns
insertion_delay,0,ns
synth_seq_share,58.6,%
firstDrtPassIters,2,
ys_cells,25,
p_clk_share,0,%
overflow,0,
routed_wl,563,um
port_buffers,10,
antenna_found_initial,0,
area.growth.synth_to_final,30.8,%
chipArea,0.00640,mm2
min_from,ti.q,
routed_via_density,2.11,
diodes,0,
p_sw,58.4,uW
leakage,0.183,nW
grt_pass1_wl,834,um
p_int,176,uW
pin_count,11,
yosys_area,342,um2
r2r.worst_path.cells,2,
synthAoiAreaFrac,0,%
worstMarginPinSlew,0.147,ns
seqPwrFrac,50.9,%
postSynthAreaPerCell,13.7,um2
final_antenna_net_count,0,
-- worst max-delay path by stage --
stage | startpoint | depth (start not counted) | slack [ns] | to
finish | ti.q | 1 | -0.1 | Q[0]
global route | ti.q | 1 | -0.12 | Q[0]
CTS | ti.q | 1 | -0.13 | Q[0]
-- through the flow --
step	total power, mW	utilization, %	worst slack (ns)	hold slack, ns	cells
4_1_cts	0.215	12.9	-0.133	0.427	74
3_5_place_dp	0.228	13.0	-0.501	0.420	74
3_3_place_gp	0.229	13.0	-0.508	0.421	74
5_1_grt	0.254	13.1	-0.124	0.591	75
6_report	0.234	13.1	-0.0990	0.533	75
2_1_floorplan	0.189	-	-0.117	0.398	25
-- layer usage --
layer	up-vias	wire, um	GRT usage (%)
met5	-	0	0
met4	0	0	0
met3	0	77	0.682
met2	9	193	2.09
met1	74	292	2.57
li1	75	-	-
-- Yosys cell counts, drive strengths merged --
cell type	instances
buf	9
dfrtn	8
xor2	8
-- cells by family (layout without fill, tap and decap cells) --
family                 after synthesis  after routing
buffers and inverters                9             13
flip-flops                           8              8
XOR/XNOR                             8              8
-- worst reg2reg max path, delay by kind of cell (launching register included) --
| family | cells | cell delay (ns) |
|---|---|---|
| buf+inv | 1 | 0.14 |
| flops | 1 | 0.33 |
| xor+xnor | 1 | 0.13 |
-- state kept, by name, summed over array words and instances (netlist names) --
name	flops
row.ti.q	7
ti.q	1
-- final cells by class --
cell class	count	area (um2)	area share (%)
repair buffers	13	119	26.6
flip-flops and latches	8	200	44.8
well taps	46	57.6	12.9
multi-input cells	8	70.1	15.7
-- power by group through the flow --
stage	registers [mW]	logic [mW]	clock network, mW
after CTS	0.123	0.0917	0
after global routing	0.124	0.130	0
final	0.119	0.115	0
-- repair_timing --
action | 4_1_cts | 5_1_grt
endpoints found under the setup margin | 2 | 2
resized | 8 | 0
buffers inserted | 0 | 1
Power figures rest on the tool's default switching activity, not on a simulated workload.
