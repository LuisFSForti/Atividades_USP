## ./design.v

```verilog
`timescale 1 ns/100 ps
module BN #(parameter Size = 8) (output [Size-1:0] max, min, input [Size-1:0] a, b);
	wire g, l;
	juntarComparadores #(Size) Comp (g, l, a, b);
	Mux2x1 #(Size) muxMax (max, b, a, l);
	Mux2x1 #(Size) muxMin (min, a, b, l);
endmodule
`timescale 1 ns/100 ps
module Comparador (output G, L, input a, b, g, l);
	assign G = g | (~l & (a & ~b));
	assign L = l | (~g & (~a & b));
endmodule
`timescale 1 ns/100 ps
module juntarComparadores #(parameter SIZE = 8) (output g, l, input [SIZE-1:0] a, b);
	wire [SIZE:0] gi, li;
	assign gi[SIZE] = 0, li[SIZE] = 0;
	genvar i;
	generate
		for (i = 0; i < SIZE; i = i + 1)
		begin: row
			Comparador ui (gi[i], li[i], a[i], b[i], gi[i+1], li[i+1]);
		end
	endgenerate
	assign g = gi[0], l = li[0];
endmodule
`timescale 1 ns/100 ps
module Mux2x1 #(parameter SIZE = 2)(output [SIZE-1:0]r, input [SIZE-1:0] a1, a0, input s);
	assign r = s ? a1 : a0;
endmodule
```

## ./run.sh

```bash
#!/bin/bash
# OpenROAD 26Q1-2900-gdf79404cd8, Yosys 0.63+post, stock flow scripts
make -C /OpenROAD-flow-scripts/flow DESIGN_CONFIG=/design/flow/config.mk WORK_HOME=/design/flow/orfs finish
```

## ./config.mk

```make
export PLATFORM = sky130hd
export DESIGN_NAME = BN
export DESIGN_NICKNAME = BN
export VERILOG_FILES = /design/flow/design.v
export SDC_FILE = /design/flow/constraint.sdc
export NUM_CORES = 4
export LEC_CHECK = 1
export CORE_AREA = 10 10 70 70
export DIE_AREA = 0 0 80 80
```

## ./constraint.sdc

```tcl
current_design BN

set clk_period 7.2
set clk_io_pct 0.2

create_clock -name clk0 -period $clk_period

set non_clock_inputs [all_inputs -no_clocks]
set_input_delay [expr $clk_period * $clk_io_pct] -clock clk0 $non_clock_inputs
set_output_delay [expr $clk_period * $clk_io_pct] -clock clk0 [all_outputs]
```

==> deck_impl_summary.md <==
Flow Results at a Glance

Global route
  • Vias in the first global route: 430
  • Gr usage total: approximately 3.6%
  • Initial antenna violation count: 0
  • First-pass GRT wire length: 1910 um
  • Largest net degree at the start of global routing: 15
  • Global route total overflow: 0

Routing
  • DR vias/cell: approximately 3.5
  • Via count: 425
  • DRC errors left: 0
  • Drt wl/cell: 10.6 um
  • Final WL: 1280 um
  • Antenna Cells: 0
  • Initial DRC count: 20
  • First-pass iteration count of the detailed router: 2
  • Antenna Nets Post-Route: 0

Die
  • Rows: 21
  • FP Core Util: 11.5%
  • Die height: 80 um
  • Die width: 80 um
  • Chip area: ~0.0064 mm2
  • CORE AREA: 0.00342 mm2
  • IO Pins: 32

Pwr
  • Worst vdd ir: 33.4 uV
  • LEAKAGE: between 0.3 and 0.4 nW
  • Power Density: 79.6 mW/mm2

Worst hold path
  • Worst Hold Endpoint: max[7]
  • Hold Crit Depth: 3
  • Hold crit path type: in -> out
  • Hold_sp: b[7]

Timing
  • Final Hold Viols: 0
  • Final setup viols: 0
  • Tmin final: between 5 and 6 ns
  • Final period utilization: 75.8%
  • RSZ-0062 raised after global routing: no
  • TNS Setup: 0 ns
  • Achievable Freq: 183 MHz
  • Worst relative slew slack: around 61%
  • Fin. max-slew vios: 0
  • Worst Tran Pin Value: 0.577 ns

Worst setup path
  • Critical Path RT: around 5.8 ns
  • Worst Setup Path Type: in -> out
  • CP bufs+invs: 2
  • Cell mode on critical path: clkdlybuf4s50_1
  • Slowest cell on the critical path: clkdlybuf4s50_1
  • CP cell instances: clkdlybuf4s50_1 > or2b_1 > a2111oi_2 > nor3_1 > o21ai_4 > mux2_2 > clkdlybuf4s50_1
  • Crit path DAT: 4.02 ns
  • Top Family by Delay on Critical Path: buffers and inverters
  • Crit path max fanout: 14
  • Nature of the critical path endpoint: primary output
  • CP Launch Type: input port
  • CP peak stage delay: around 0.5 ns

Logic synthesis
  • Unique masters post-synth: 20
  • Synth area leaders: mux2_4, mux2_2, buf_12
  • Post-synthesis sequential area ratio: 0%
  • Post-synth area from yosys stat: 394 um2
  • Cell count in the Yosys report: 43
  • Largest type area fraction: 38.1%
  • Mean area per synthesized cell: 9.17 um2
  • Yosys warning tally: 0
  • Yosys top cell by area: mux2_4
  • Cell Area, Synth: 394 um2
  • Post-Syn Instances: 43

Cells and area
  • Seq. cell area: 0 um2
  • Gate Area: about 360 um2
  • Top cells excl fill/tap: clkdlybuf4s50_1, mux2_4, inv_1, mux2_2
  • Layout cell share with drive strength beyond 1: 23.0%
  • Top cell excl fill/tap: clkdlybuf4s50_1
  • Post-layout util: 22.0%
  • # fillers: approximately 380
  • Seq cells: 0
  • CLK BUF: 0
  • Synthesis-to-finish area growth: 90.8%

Clocking
  • Cts repair resizes: 0
  • Hold_buf cts: 0
  • Post-CTS setup buffer count: 0

Place
  • Gp weighted congestion: 0.671
  • Port Buffer Count: 32
  • HPWL after detailed placement: between 1000 and 1500 um

Outcome
  • Outcome: finished, final reports clean

Run
  • Max-Cap Viols: 0
  • Log Warnings: 32
worst min-delay path, delay by kind of cell:
kind,cells,cell delay (ns)
buffers and inverters,2,0.85
AOI/OAI and AO/OA,1,0.16
cells by family (layout without fill, tap and decap cells):
kind of cell           after synthesis  after routing  share of synthesized area [%]
buffers and inverters                6             37                           9.84
AND/OR/NAND/NOR                     13             13                           18.4
multiplexers                        14             14                           49.5
AND-OR/OR-AND                       10             10                           22.2
report_power, final:
part           leakage (nW)  switching [mW]  internal (mW)
clock network             0               0              0
registers                 0               0              0
logic                 0.306          0.0176         0.0423
total                 0.306          0.0176         0.0423
stage by stage:
step | power [mW] | instance area (um2) | setup slack, ns | hold slack (ns) | instances
floorplan | 0.0294 | 394 | 2.97 | 2.92 | 43
detailed placement | 0.0608 | 752 | 1.71 | 3.90 | 120
global route | 0.0653 | 752 | 1.61 | 3.92 | 120
global placement | 0.0611 | 752 | 1.78 | 3.91 | 120
CTS | 0.0613 | 752 | 1.71 | 3.91 | 120
finish | 0.0599 | 752 | 1.74 | 3.89 | 120
how the worst max path moves through the flow:
stage / startpoint / end / slack [ns] / depth (start not counted)
5_1_grt: b[1] / max[3] / 1.61 / 7
4_1_cts: b[1] / max[3] / 1.71 / 7
6_report: b[1] / max[3] / 1.74 / 7
cell usage after synthesis:
master	instances
mux2_4	10
mux2_2	4
or2b_1	1
a21oi_1	1
o21ai_4	1
a31oi_1	1
nor3_1	1
or2_2	1
o22ai_1	2
nand2b_1	3
o2111ai_1	2
a21o_1	1
inv_1	5
a2111oi_2	1
nor2_1	1
nand2_1	3
buf_12	1
and2b_1	1
a21boi_0	1
nor2b_1	2
area by class of cell:
cell class | instances | area share (%)
Inverter | 5 | 2.50
Multi-Input combinational cell | 37 | 47.3
Tap cell | 46 | 7.65
Timing Repair Buffer | 32 | 42.6
layer usage:
layer / routed length, um / up-vias / share of wire [%] / GRT usage, %
met3: 116 / 0 / 9.1 / 1.14
li1: - / 219 / - / -
met1: 644 / 186 / 50 / 5.14
met5: 0 / - / 0 / 0
met4: 0 / 0 / 0 / 0
met2: 514 / 20 / 40 / 5.38
Power is estimated from default activity; no workload was simulated.
