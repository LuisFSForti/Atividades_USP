==> flow/design.v <==
`timescale 1 ns/100 ps
module somador #(parameter Size=8)
	       (output reg [Size-1:0] s, output reg co, input [Size-1:0] a, b, input ci, mode);
	always @(*) begin
		if (~mode)
			{co, s} = a + b + ci;  
		else
			{co, s} = a - b + ci;  
	end
endmodule
==> flow/run.sh <==
#!/bin/bash
# OpenROAD 26Q1-2900-gdf79404cd8, Yosys 0.63+post, stock flow scripts
make -C /OpenROAD-flow-scripts/flow DESIGN_CONFIG=/design/flow/config.mk WORK_HOME=/design/flow/orfs finish
==> flow/config.mk <==
export PLATFORM = sky130hd
export DESIGN_NAME = somador
export DESIGN_NICKNAME = somador
export VERILOG_FILES = /design/flow/design.v
export SDC_FILE = /design/flow/constraint.sdc
export NUM_CORES = 4
export LEC_CHECK = 1
export CORE_AREA = 10 10 70 70
export DIE_AREA = 0 0 80 80
==> flow/constraint.sdc <==
current_design somador

set clk_period 5.8
set clk_io_pct 0.2

create_clock -name clk0 -period $clk_period

set non_clock_inputs [all_inputs -no_clocks]
set_input_delay [expr $clk_period * $clk_io_pct] -clock clk0 $non_clock_inputs
set_output_delay [expr $clk_period * $clk_io_pct] -clock clk0 [all_outputs]
==> run_results.csv <==
group,metric,value,unit
global_routing,grt_overflow,0,
sta,finalSetupViolCount,0,
run,maxCapViolations,0,
layout,final_layout_size_suffix_gt1_frac,0.0204,
detailed_routing,dr.pass1.iters,4,
detailed_routing,post-route-drc-count,0,
die,fp.dieH,80,um
place,dp_cells,193,
cts,cts-resized-gates,0,
setup_path,max_stage_delay,0.53,ns
logic_synthesis,simple_gate_share,0.156,
detailed_routing,first_iter_violations,30,
die,num_io_pins,27,
cts,cts_setup_buffers,0,
hold_path,hold_path.class,"input port to output port",
logic_synthesis,yosys_area,906,um^2
layout,register_area,0,um^2
logic_synthesis,postSynthSeqShare,0,
die,dieWidth,80,um
die,core,3420,um^2
logic_synthesis,synthTopLogicFamily,"adder cells",
sta,tns,0,ns
layout,area_growth,35.2,%
logic_synthesis,ys_sh_mux,0.0345,
setup_path,slowest_stage,"clkdlybuf4s50_1",
setup_path,crit_family,"buffers and inverters",
run_status,status,"complete, no violations",
cts,cts_hold_buf,0,
global_routing,grt_first_pass_wirelength,3690,um
global_routing,grt_usage,0.0658,
power_and_ir_drop,p_per_area,109,nW/um^2
setup_path,cp_cell_sequence,"clkdlybuf4s50_1, inv_1, ha_1, ha_1, a211oi_1, nor2_1, o21ai_1, mux2_1, a211oi_1, clkdlybuf4s50_1",
logic_synthesis,yosysTopAreaCell,"ha_1",
sta,timing.final.crit_share,0.896,
logic_synthesis,netlist_area,906,um^2
die,die-area,6400,um^2
logic_synthesis,synth_cells,122,
place,io_buffers,27,
logic_synthesis,ys_sh_xor,0.0677,
setup_path,critPathMaxFanout,3,
sta,hold_viol,0,
sta,period_minus_slack,5.19,ns
logic_synthesis,avgSynthCellArea,7.43,um^2
logic_synthesis,common_cells,"23 x ha_1, 18 x inv_1, 10 x nor2_1",
logic_synthesis,fa_ha_area_frac,0.384,
logic_synthesis,synthTopCellsByArea,"ha_1 32%, inv_1 7.5%, fa_1 6.6%, a21oi_1 5.0%, nor2_1 4.1%",
setup_path,arrival,4.03,ns
sta,postLayoutSetupSlackWorst,0.605,ns
layout,finalNonFillerCells,193,
sta,slew_headroom,0.559,
detailed_routing,detail_route.wl_per_cell,10.5,um
power_and_ir_drop,vdd_drop_max,32.9,uV
setup_path,cp-end-kind,"output port",
setup_path,crit_buf_inv,3,
die,fp_util,0.265,
detailed_routing,antenna_cells,0,
layout,nClkBuffers,0,
logic_synthesis,ys_warn_count,1,
sta,drv_slew,0,
logic_synthesis,ys_cells,122,
sta,tightest_slew,0.659,ns
sta,max_freq,193,MHz
detailed_routing,ant_nets,0,
run,tool_warnings,40,
global_routing,antenna_found_initial,0,
detailed_routing,vias,887,
global_routing,grt_pass1_vias,876,
setup_path,required,4.64,ns
setup_path,path_class,"input port to output port",
logic_synthesis,yosysUniqueCellTypes,37,
power_and_ir_drop,leakage,0.561,nW
die,row_count,21,
sta,rsz0062_at_grt,"false",
layout,design.seq.count,0,
logic_synthesis,synth.most_common_cell,"ha_1",
detailed_routing,via_per_inst,4.60,
place,place_congestion,0.844,
place,post-place-ws,0.560,ns
logic_synthesis,compound_area_frac,0.269,
logic_synthesis,top_area_frac,0.318,
place,post-dp-hpwl,1870,um
global_routing,grt_max_degree,18,
detailed_routing,drt_wl_total,2030,um
setup_path,startpoint_type,"input port",
layout by cell type, fill, tap and decap left out, types with 2 or more instances in the layout:
master,netlist,routed
ha_1,23,23
o21ai_0,7,7
o21bai_1,2,2
nor2_1,10,10
nand3_1,3,3
nor3_1,2,2
a21oi_1,9,9
nand2_1,7,7
fa_1,3,3
xnor2_1,4,4
inv_1,18,18
mux2i_1,2,2
clkdlybuf4s50_1,0,27
nand2b_1,3,3
nor2b_1,2,2
a211oi_1,3,3
xor2_1,3,3
per-layer routing:
layer / global-route usage / wire length, um / up-vias
met5: 0 / 0 / -
met4: 0.00528 / 16 / 0
met3: 0.00341 / 30 / 2
met2: 0.112 / 971 / 11
met1: 0.0926 / 1010 / 397
li1: - / - / 477
cell type report:
| class | count | area, um^2 |
|---|---|---|
| Multi-Input combinational cell | 101 | 826 |
| Inverter | 19 | 71.3 |
| Fill cell | 367 | 2190 |
| Timing Repair Buffer | 27 | 270 |
| Tap cell | 46 | 57.6 |
worst paths after layout:
| kind | from | endpoint | slack (ns) | cells after the start |
|---|---|---|---|---|
| min | ci | s[0] | 3.42 | 3 |
| max | b[1] | s[5] | 0.61 | 10 |
cell families (layout without fill, tap and decap cells):
logic type | after synthesis | count (layout)
AOI/OAI and AO/OA | 35 | 35
xor gates and xnor gates | 7 | 7
adders and majority gates | 26 | 26
buffers and inverters | 21 | 46
muxes | 3 | 3
and+or+nand+nor | 30 | 30
report_power, final:
group | leakage (nW) | internal (mW) | switching [mW]
Clock | 0 | 0 | 0
Combinational | 0.561 | 0.0747 | 0.0585
Sequential | 0 | 0 | 0
Total | 0.561 | 0.0747 | 0.0585
metrics by stage:
step	instance area (um^2)	utilization	hold WS, ns	total power, mW
5_1_grt	1220	0.359	3.46	0.151
6_report	1220	0.359	3.42	0.133
3_3_place_gp	1220	0.359	3.44	0.135
2_1_floorplan	906	-	2.42	0.0791
3_5_place_dp	1220	0.359	3.44	0.135
4_1_cts	1220	0.359	3.44	0.136
No activity file was given, so power comes from the tool's default toggle rates.
