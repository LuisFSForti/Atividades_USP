===== /design/flow/run.sh =====
#!/bin/bash
# OpenROAD 26Q1-2900-gdf79404cd8, Yosys 0.63+post, stock flow scripts
make -C /OpenROAD-flow-scripts/flow DESIGN_CONFIG=/design/flow/config.mk WORK_HOME=/design/flow/orfs finish

===== /design/flow/config.mk =====
export PLATFORM = sky130hd
export DESIGN_NAME = ProcurarMenor
export DESIGN_NICKNAME = ProcurarMenor
export VERILOG_FILES = /design/flow/design.v
export SDC_FILE = /design/flow/constraint.sdc
export NUM_CORES = 4
export LEC_CHECK = 1
export CORE_AREA = 10 10 70 70
export DIE_AREA = 0 0 80 80

===== /design/flow/constraint.sdc =====
current_design ProcurarMenor

set clk_period 5.4
set clk_io_pct 0.2

create_clock -name clk0 -period $clk_period

set non_clock_inputs [all_inputs -no_clocks]
set_input_delay [expr $clk_period * $clk_io_pct] -clock clk0 $non_clock_inputs
set_output_delay [expr $clk_period * $clk_io_pct] -clock clk0 [all_outputs]

===== /design/flow/design.v =====
`timescale 1 ns/100 ps
module Comparador (output G, L, input a, b, g, l);
	assign G = g | (~l & (a & ~b));
	assign L = l | (~g & (~a & b));
endmodule
`timescale 1 ns/100 ps
module juntarComparadores #(parameter SIZE = 8) (output g, l, input [SIZE-1:0] a, b);
	wire [SIZE:0] gi, li;
	assign gi[SIZE] = 0, li[SIZE] = 0;
	genvar i;
	generate
		for (i = 0; i < SIZE; i = i + 1)
		begin: row
			Comparador ui (gi[i], li[i], a[i], b[i], gi[i+1], li[i+1]);
		end
	endgenerate
	assign g = gi[0], l = li[0];
endmodule
`timescale 1 ns/100 ps
module Mux2x1 #(parameter SIZE = 2)(output [SIZE-1:0]r, input [SIZE-1:0] a1, a0, input s);
	assign r = s ? a1 : a0;
endmodule
`timescale 1 ns/100 ps
module ProcurarMenor #(parameter Size = 8) (output [Size-1:0] max, min, input [Size-1:0] a, b);
	wire g, l;
	juntarComparadores #(Size) Comp (g, l, a, b);
	Mux2x1 #(Size) muxMax (max, b, a, l);
	Mux2x1 #(Size) muxMin (min, a, b, l);
endmodule

==> run_results.csv <==
group,metric,value,unit
run_status,run_status,"completed",
worst_setup_path,critPathArrivalTime,3.66,ns
final_layout,n_clock_buffer,0,
detailed_routing,first_iter_violations,20,
synthesis,yosys_warnings,0,
worst_setup_path,path_class,"primary input to primary output",
synthesis,ys_types,20,
clock_network,cts_setup_buffers,0,
synthesis,mux_area_share,49.52,%
run,cap_violations,0,
worst_setup_path,critPathBufInv,2,
detailed_routing,via_per_inst,3.542,
global_route,grt_pass1_wl,1911,um
floorplanning,fp.dieH,80,um
worst_setup_path,cp_slowest_cell,"clkdlybuf4s50_1",
floorplanning,fp_util,11.54,%
floorplanning,core,3416,um^2
place,place_hpwl,1131,um
synthesis,ys_seq_share,0,%
synthesis,synthAdderAreaFrac,0,%
pwr,p_total,0.07983,mW
global_route,gr-max-usage-layer,"met2",
final_layout,drive_above_1_share,22.97,%
sta,worst_slew_pin_slew,0.5769,ns
final_layout,stdcell_count,120,
sta,max_freq,0.2110,GHz
pwr,ir_drop,0.00004448,V
global_route,grt_pass1_vias,430,
final_layout,final_util,22.01,%
global_route,grt_util_met3,1.136,%
global_route,antenna_found_initial,0,
worst_setup_path,critical_path.top_delay_family,"buffers and inverters",
run,warnings,32,
floorplanning,io_pins,32,
synthesis,ys_sh_xor,0,%
final_layout,regArea,0,um^2
global_route,grt.total_usage,3.579,%
global_route,met2_usage,5.377,%
clock_network,holdBufCountCts,0,
sta,period_used_share,87.78,%
sta,drv_slew,0,
final_layout,seq_cells,0,
synthesis,synthCells,43,
sta,slew_headroom,61.39,%
sta,setup_viol,0,
detailed_routing,wl,1276,um
pwr,leakage,0.3061,nW
sta,period_needed,4.740,ns
worst_hold_path,worstHoldStart,"b[7]",
worst_hold_path,min_path_type,"primary input to primary output",
synthesis,logic_family,"multiplexers",
global_route,gr-total-overflow,0,
worst_setup_path,path_cells,"clkdlybuf4s50_1, or2b_1, a2111oi_2, nor3_1, o21ai_4, mux2_2, clkdlybuf4s50_1",
final_layout,final_area,752.0,um^2
detailed_routing,routed-via-count,425,
sta,fin_hold_ws,3.168,ns
detailed_routing,drt-pass1-iter-count,2,
synthesis,synth.avg_cell_area,9.166,um^2
synthesis,aoi_share,22.22,%
synthesis,simple_gate_area_share,18.41,%
global_route,grt_use_met1,5.142,%
worst_setup_path,worst_ep_required_time,4.32,ns
sta,grt_setup_unrepaired,"no",
floorplanning,die_x,80,um
synthesis,ys_cells,43,
clock_network,cts_resized,0,
worst_setup_path,cpMostUsedCell,"clkdlybuf4s50_1",
global_route,grt_max_degree,15,
detailed_routing,ant_nets,0,
worst_setup_path,critical-path-max-stage-delay,0.51,ns
detailed_routing,drc,0,
synthesis,syn_area,394.1,um^2
place,gp_congestion,0.6710,
detailed_routing,wl_per_cell,10.63,um
place,pre_cts_ws,0.6327,ns
floorplanning,rows,21,
worst_setup_path,cp-start-kind,"primary input",
worst_setup_path,crit_path_end_kind,"primary output",
worst_setup_path,crit_fanout,14,
sta,fin_ws,0.6599,ns
worst_setup_path,startpoint,"b[1]",
floorplanning,chip_area,6400,um^2
pwr,p_per_area,106.2,nW/um^2
place,place_inst,120,
sta,hold_viol,0,
synthesis,yosys.stat.chipArea,394.1,um^2
detailed_routing,diodes,0,
place,place_area,752.0,um^2
place,io_buffers,32,
final_layout,syn_to_final_growth,90.79,%
sta,tns,0,ns
==> placed cells by master (no fill, tap or decap), drive strengths merged <==
master          n
clkdlybuf4s50  32
mux2           14
inv             5
nand2           3
nand2b          3
o2111ai         2
nor2b           2
o22ai           2
nor2            1
or2b            1
and2b           1
a2111oi         1
a21oi           1
nor3            1
a31oi           1
o21ai           1
or2             1
a21o            1
a21boi          1
==> cells by family (layout without fill, tap and decap cells) <==
logic type             after synthesis  count (layout)
multiplexers                        14              14
AND-OR/OR-AND                       10              10
AND/OR/NAND/NOR                     13              13
buffers and inverters                6              37
==> power by group <==
| group | internal, mW | total, mW | switching, mW |
|---|---|---|---|
| clock network | 0 | 0 | 0 |
| logic | 0.0564 | 0.0798 | 0.0235 |
| registers | 0 | 0 | 0 |
| total | 0.0564 | 0.0798 | 0.0235 |
==> final timing paths <==
check	endpoint	slack, ns	depth (start not counted)
hold / removal	max[7]	3.17	3
setup / recovery	max[3]	0.66	7
==> final cells by class <==
cell class	count	area, um^2
Timing Repair Buffer	32	320.3
Inverter	5	18.77
Tap cell	46	57.56
Multi-Input combinational cell	37	355.3
Fill cell	381	2664
==> synthesized netlist by cell type, drive strengths merged <==
cell / instances / area (um^2)
a2111oi: 1 / 15.01
a21boi: 1 / 7.510
a21o: 1 / 7.510
a21oi: 1 / 5.000
a31oi: 1 / 6.260
and2b: 1 / 7.510
buf: 1 / 20.02
inv: 5 / 18.77
mux2: 14 / 195.2
nand2: 3 / 11.26
nand2b: 3 / 18.77
nor2: 1 / 3.750
nor2b: 2 / 12.51
nor3: 1 / 5.000
o2111ai: 2 / 17.52
o21ai: 1 / 16.27
o22ai: 2 / 12.51
or2: 1 / 6.260
or2b: 1 / 7.510
==> routing by layer <==
layer,wire [um],vias to the layer above
li1,-,219
met1,644,186
met2,514,20
met3,116,0
met4,0,0
met5,0,-
Power is estimated from default activity; no workload was simulated.
