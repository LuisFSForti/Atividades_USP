`flow/config.mk`:
```
export PLATFORM = sky130hd
export DESIGN_NAME = banco_de_registradores
export DESIGN_NICKNAME = banco_de_registradores
export VERILOG_FILES = /design/flow/design.v
export SDC_FILE = /design/flow/constraint.sdc
export NUM_CORES = 4
export LEC_CHECK = 1
export CORE_UTILIZATION = 30
```
`flow/constraint.sdc`:
```
current_design banco_de_registradores

set clk_period 1.9
set clk_io_pct 0.2

create_clock -name clk0 -period $clk_period [get_ports {clk}]

set non_clock_inputs [all_inputs -no_clocks]
set_input_delay [expr $clk_period * $clk_io_pct] -clock clk0 $non_clock_inputs
set_output_delay [expr $clk_period * $clk_io_pct] -clock clk0 [all_outputs]
```
`flow/design.v`:
```
`timescale 1 ns/100 ps
module banco_de_registradores #(parameter Size=8)
	(output [Size-1:0] rd1, rd2, input clk, clr_n, we, input [Size-1:0] wd, input [1:0] a1, a2);
	wire [3:0] Y;
	wire [Size-1:0] A3, A2, A1, A0;
	decod24 Decod (we, a1, Y);
	registrador #(Size) R1 (A3, clk, Y[3], clr_n, wd);
	registrador #(Size) R2 (A2, clk, Y[2], clr_n, wd);
	registrador #(Size) R3 (A1, clk, Y[1], clr_n, wd);
	registrador #(Size) R4 (A0, clk, Y[0], clr_n, wd);
	mux41 #(Size) mux1 (rd2, a2, A0, A1, A2, A3);
	mux41 #(Size) mux2 (rd1, a1, A0, A1, A2, A3);
endmodule
module decod24 (en, A, Y);
	input en;
	input [1:0] A;
	output [3:0] Y;
	assign Y[0] = (en) ? ~A[1] & ~A[0] : 1'b0; 
	assign Y[1] = (en) ? ~A[1] & A[0] : 1'b0; 
	assign Y[2] = (en) ? A[1] & ~A[0] : 1'b0; 
	assign Y[3] = (en) ? A[1] & A[0] : 1'b0; 
endmodule
module mux41 #(parameter Size=8)
  (Y, S, A0, A1, A2, A3);
  	output [Size-1:0] Y; 
	input [1:0] S;
	input [Size-1:0] A0;
	input [Size-1:0] A1;
	input [Size-1:0] A2;
	input [Size-1:0] A3;
	assign Y = S[0] ? (S[1] ? A3 : A1) : (S[1] ? A2 : A0);
endmodule
module registrador #(parameter Size=8)
   (output reg [Size-1:0] q, input clk, en, rstn, input [Size-1:0] d);
	always @ (negedge clk or negedge rstn)
		if (~rstn)
         		q = 0;
		else begin
			if (en)
				q = d;
		end
endmodule
```
`flow/run.sh`:
```
#!/bin/bash
# OpenROAD 26Q1-2900-gdf79404cd8, Yosys 0.63+post, stock flow scripts
make -C /OpenROAD-flow-scripts/flow DESIGN_CONFIG=/design/flow/config.mk WORK_HOME=/design/flow/orfs finish
```
==> qor.yml <==
synth_area_um2: 1620
ys_cells: 88
placed_area_um2: 2230
fin_cells: 241
synthToLayoutAreaGrowth_pct: 64.8
synth_seq_share_pct: 49.6
cts_root_buf: "clkbuf_8"
tool_warnings: 28
fin_skew_ps: 0
routedWlPerCell_um: 16.1
p_leak_nw: 1.34
status: "finished with violations"
crit_required_ps: 1520
r2r-start: "R3.q[4]$_DFFE_NN0P_"
postSynthAreaPerCell_um2: 18.4
ant_nets: 0
cap_violations: 0
ctsHtreeMaxLevel: 2
worst_slack_ps: -801
dr.pass1.iters: 4
finalMaxSlewViolations: 0
fp.dieW_um: 75.4
place_ws_ps: -928
rrSetupSlack_ps: 910
ios: 31
yosys_warnings: 1
antenna_found_initial: 0
rows: 26
ir_drop_uv: 453
setup_viol: 40
die_y_um: 75.4
ys.flops: 32
synth_top_cell_by_area: "dfrtn_1"
fp_util_pct: 31.4
core_area_um2: 5140
startpoint_type: "flip-flop"
failed_checks: "negative setup slack"
met1_length_um: 1650
crit_path_end: "rd2[2]"
grt_max_degree: 33
io_buffers: 30
r2r-end: "R3.q[4]$_DFFE_NN0P_"
ys_types: 10
synth_cells: 88
dp_hpwl_um: 2400
worst_pin_slew_ps: 232
die-area_um2: 5680
drive_gt1_share_pct: 74.3
routed-via-count: 1141
avgViaCountPerCell: 4.73
cts_tree: "built"
top_layer: "met4"
routed-wl-met2_um: 1800
wl_um: 3870
rsz0062_at_grt: "yes"
cts_sinks: 32
cp-end-kind: "primary output"
place.gp.congestion: 0.770
drt-initial-drc-count: 47
worstPathArrival_ps: 2320
hold_viol: 0
drc: 0
clock.latency.late_pin_ps: 290
yosysTopAreaCellShare_pct: 49.6
hp-class: "flip-flop to flip-flop"
cts_made_buffers: 5
cts_buffer_depth: 2
first_global_vias: 1265
yosys_area_um2: 1620
antenna_cells: 0
relSlewSlack_pct: 84.5
p_per_area_nw_per_um2: 890
ctsHoldBuffers: 0
place_inst: 200
crit_type: "flip-flop to primary output"
clk_pin_slew_ps: 50
reg2reg_depth: 3
grt_pass1_wl_um: 6350
routed-wl-met3_um: 344
cp_max_fo: 2
topCellsByArea: "dfrtn_1 (50%), mux2_2 (22%), mux4_2 (18%)"
grt.overflow.total: 0
track_usage_pct: 16.3
crit_path_start: "R3.q[2]$_DFFE_NN0P_"
fillerInstances: 456
design_area_um2: 2660
==> power by group <==
part / leakage (nW) / total (mW) / switching [mW] / internal [mW]
Clock: 0.0552 / 0.646 / 0.258 / 0.389
Combinational: 0.905 / 0.807 / 0.199 / 0.607
Sequential: 0.379 / 0.915 / 0.0898 / 0.825
Total: 1.34 / 2.37 / 0.547 / 1.82
==> through the flow <==
| stage | hold slack (ps) | util (%) | power, mW | setup TNS [ps] |
|---|---|---|---|---|
| final | 482 | 51.8 | 2.37 | -12990 |
| after global routing | 502 | 51.8 | 2.50 | -14280 |
| after CTS | 477 | 49.8 | 2.33 | -15950 |
| after detailed placement | 474 | 43.5 | 1.55 | -38940 |
| after global placement | 464 | 43.5 | 1.53 | -38240 |
| after floorplan | 453 | - | 1.23 | -9520 |
==> critical path, cell delays in order, from the launching register on <==
cell and delay, ps:
dfrtn_1 350, buf_4 140, mux4_2 460, buf_2 130
==> Yosys cell counts <==
library cell	instances
buf_1	1
buf_2	1
buf_6	2
dfrtn_1	32
mux2_2	32
mux4_1	3
mux4_2	13
nand3_2	1
nand3b_2	2
nor3b_4	1
==> kinds of logic after synthesis <==
family	Yosys count	share of synthesized area, %
buffers and inverters	4	1.94
muxes	48	45.3
DFF	32	49.6
and+or+nand+nor	4	3.18
==> cells in the final DEF, fill, tap and decap left out <==
cell and count:
buf_2 16, buf_12 4, nand3_4 1, dfrtn_1 32, buf_8 1, bufinv_16 1
nor3b_4 1, mux4_2 16, buf_4 23, clkbuf_1 1, buf_6 24, clkinv_2 1
nand3b_4 2, clkbuf_8 5, mux2_4 32, dlymetal6s2s_1 8, clkdlybuf4s50_1 3
==> state kept, by name (all words and copies together), names as in the netlist <==
name  cells
R1.q      8
R3.q      8
R2.q      8
R4.q      8
==> layout make-up <==
type | instances | area [um2] | share of cell area [%]
Tap cell | 70 | 87.6 | 3.29
Timing Repair Buffer | 79 | 748 | 28.1
Multi-Input combinational cell | 52 | 917 | 34.5
Sequential cell | 32 | 801 | 30.1
Clock inverter | 2 | 35.0 | 1.32
Clock buffer | 6 | 72.6 | 2.73
==> metal layers <==
metal | vias up | global-route usage [%]
met3 | 9 | 7.24
met4 | 0 | 2.26
met1 | 570 | 24.2
li1 | 514 | -
met2 | 48 | 24.0
met5 | - | 0
==> repair_timing <==
item / in CTS / in global routing
endpoints found under the setup margin: 48 / 48
gates resized: 82 / 24
endpoints found under the hold margin: 0 / 0
buffers inserted: 30 / 4
pin swaps: 2 / 4
==> worst min path at each step <==
stage / startpoint / to / slack, ps / cells past startpoint
4_1_cts: R3.q[7]$_DFFE_NN0P_ / R3.q[7]$_DFFE_NN0P_ / 480 / 1
6_report: R3.q[6]$_DFFE_NN0P_ / R3.q[6]$_DFFE_NN0P_ / 480 / 1
5_1_grt: R4.q[7]$_DFFE_NN0P_ / R4.q[7]$_DFFE_NN0P_ / 500 / 1
Power is estimated from default activity; no workload was simulated.
